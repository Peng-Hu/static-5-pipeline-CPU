`flow/design.v`:
```
module	_32CSA(
	input	[63:0]	A,
	input	[63:0]	B,
	input	[63:0]	C,
	output	[63:0]	S1,
	output	[63:0]	S2
);
	generate
	genvar	i;
	for(i = 0;i < 63;i = i+1)
	begin
		assign {S2[i+1],S1[i]} = A[i] + B[i] + C[i];
	end
	endgenerate
	assign	S2[0] = 1'b0;
	assign	S1[63] = A[63] + B[63] + C[63];
endmodule
module _42compressor(
	input	[63:0] 	A,
	input	[63:0]	B,
	input	[63:0]	C,
	input	[63:0]	D,
	input			cin,
	output	[63:0]	S1,
	output	[63:0]	S2,
	output			cout
);
	wire	[63:0] C0;
	wire	[63:0]	CI;
	wire	[63:0]	s;
	assign	cout = C0[63];
	assign	CI[0] = cin;
	generate
	genvar	i;
	for(i = 0;i < 63;i = i+1)
	begin
		assign {C0[i],s[i]} = A[i] + B[i] + C[i];
		assign	{S2[i+1],S1[i]} = s[i] + D[i] + CI[i];
		assign	CI[i+1] = C0[i];
	end
	assign {C0[63],s[63]} = A[63] + B[63] + C[63];
	assign	S1[63] = s[63] + D[63] + CI[63];
	assign	S2[0] = 1'b0;
	endgenerate
endmodule
module add32(
	input	[31:0]	A,
	input	[31:0]	B,
	input			cin,
	output  [31:0]	 S,
	output			cout
);
	wire	[31:0]	d;
	wire	[31:0]	t;
	wire	[7:0]	D;
	wire	[7:0]	T;
	wire	[31:0]	C;
	assign	d = A & B;
	assign	t = A ^ B;
	assign	S[0] = ~A[0]&~B[0]&cin | ~A[0]&B[0]&~cin | A[0]&~B[0]&~cin | A[0]&B[0]&cin;
	assign	cout = C[31];
	generate
	genvar i;
	for(i = 1;i < 32;i = i+1)
	begin
		assign S[i] =  ~A[i]&~B[i]&C[i-1] | ~A[i]&B[i]&~C[i-1] | A[i]&~B[i]&~C[i-1] | A[i]&B[i]&C[i-1];
	end
	endgenerate
	carry3 ZERgroup(.d(d[3:0]),.t(t[3:0]),.cin(cin),.cout(C[2:0]),.D(D[0]),.T(T[0]));
	carry3 FIRgroup(.d(d[7:4]),.t(t[7:4]),.cin(C[3]),.cout(C[6:4]),.D(D[1]),.T(T[1]));
	carry3 SECgroup(.d(d[11:8]),.t(t[11:8]),.cin(C[7]),.cout(C[10:8]),.D(D[2]),.T(T[2]));
	carry3 THIgroup(.d(d[15:12]),.t(t[15:12]),.cin(C[11]),.cout(C[14:12]),.D(D[3]),.T(T[3]));
	carry3 FORgroup(.d(d[19:16]),.t(t[19:16]),.cin(C[15]),.cout(C[18:16]),.D(D[4]),.T(T[4]));
	carry3 FIVgroup(.d(d[23:20]),.t(t[23:20]),.cin(C[19]),.cout(C[22:20]),.D(D[5]),.T(T[5]));
	carry3 SIXZgroup(.d(d[27:24]),.t(t[27:24]),.cin(C[23]),.cout(C[26:24]),.D(D[6]),.T(T[6]));
	carry3 SEVgroup(.d(d[31:28]),.t(t[31:28]),.cin(C[27]),.cout(C[30:28]),.D(D[7]),.T(T[7]));
	carry4	big_group1(.D(D[3:0]),.T(T[3:0]),.cin(cin),.C({C[15],C[11],C[7],C[3]}));
	carry4	big_group2(.D(D[7:4]),.T(T[7:4]),.cin(C[15]),.C({C[31],C[27],C[23],C[19]}));
endmodule
module	carry3(
	input	[3:0]	d,
	input	[3:0]	t,
	input			cin,
	output	[2:0]	cout,
	output			D,
	output			T
);
	assign	D = d[3] | t[3]&d[2] | t[3]&t[2]&d[1] | t[3]&t[2]&t[1]&d[0];
	assign	T = t[3]&t[2]&t[1]&t[0];
	assign	cout[0] = d[0] | t[0]&cin;
	assign	cout[1] = d[1] | t[1]&d[0] | t[1]&t[0]&cin;
	assign	cout[2] = d[2] | t[2]&d[1] | t[2]&t[1]&d[0] | t[2]&t[1]&t[0]&cin;
endmodule
module	carry4(
	input	[3:0]	D,
	input	[3:0]	T,
	input			cin,
	output	[3:0]	C
);
	assign	C[0] = D[0] | T[0]&cin;
	assign	C[1] = D[1] | T[1]&C[0];
	assign	C[2] = D[2] | T[2]&C[1];
	assign	C[3] = D[3] | T[3]&C[2];
endmodule
module multi(
	input			clk,
	input			resetn,
	input			sig,
	input			en,
	input	[31:0]	S1,
	input	[31:0]	S2,
	output	[63:0]	C,
	output  reg    enable
);
    reg    [63:0]  record1,record2,record3,record4,record5;
	wire   [33:0]  A;
	wire   [33:0]  B;
	assign A   =   {{2{sig&S1[31]}},S1};
	assign B   =   {{2{sig&S2[31]}},S2};
	always @(posedge clk)
	if(~resetn)
	   enable <= 1'b0;
	else if(en)
	   enable  <=  1'b1;
	else
	   enable  <=  1'b0;
	wire	[63:0]	I	[16:0];
	wire	[63:0]	II	[7:0];
	wire	[63:0]	III	[3:0];
	wire	[63:0]	IV	[1:0];
	wire	[63:0]	V	[1:0];
	wire	[63:0]	VI;
	wire	[34:0]	X1,X2,X3,X4;
	assign	X1 = {A[33],A};
	assign	X2 = ~X1+1;
	assign	X3 = X1<<1;
	assign	X4 = ~(X1<<1)+1;
	assign	I[0] = B[1] ? (B[0] ? ({{29{X2[34]}},X2}) 
									: ({{29{X4[34]}},X4})) 
						  :(B[0] ? ({{29{X1[34]}},X1}) 
									:  64'b0);
	always@(posedge clk)
    begin
            if(~resetn)
            begin
                       record1    <= 'd0;
                       record2    <= 'd0;
                       record3   <=  'd0;
                       record4  <=  'd0;
                       record5  <=  'd0;
            end
            else if(en)
            begin
                       record1   <= III[0];
                       record2    <= III[1];
                       record3   <=  III[2];
                       record4  <=  III[3];
                       record5  <=  II[7];
            end
            else
            begin
                       record1    <= 'd0;
                       record2    <= 'd0;
                       record3   <=  'd0;
                       record4  <=  'd0;
                       record5  <=  'd0;
            end
    end
	generate
	genvar	i;
	for(i = 1;i < 17;i = i+1)
	begin
			assign	I[i] = B[2*i+1] ? (B[2*i] ? (B[2*i-1] ? 64'b0 
															: ({{(29-2*i){X2[34]}},X2,{2*i{1'b0}}})) 
												: (B[2*i-1] ? ({{(29-2*i){X2[34]}},X2,{2*i{1'b0}}}) 
																: ({{(29-2*i){X4[34]}},X4,{2*i{1'b0}}}))) 
									  :(B[2*i] ? (B[2*i-1] ? ({{(29-2*i){X3[34]}},X3,{2*i{1'b0}}}) 
															: ({{(29-2*i){X1[34]}},X1,{2*i{1'b0}}})) 
												: (B[2*i-1] ? ({{(29-2*i){X1[34]}},X1,{2*i{1'b0}}}) 
																: 64'b0)); 
	end
	endgenerate
	_42compressor layer1(.A(I[1]),.B(I[2]),.C(I[3]),.D(I[4]),.cin(1'b0),.S1(II[0]),.S2(II[1]));
	_42compressor layer1_1(.A(I[5]),.B(I[6]),.C(I[7]),.D(I[8]),.cin(1'b0),.S1(II[2]),.S2(II[3]));
	_42compressor layer1_2(.A(I[9]),.B(I[10]),.C(I[11]),.D(I[12]),.cin(1'b0),.S1(II[4]),.S2(II[5]));
	_42compressor layer1_3(.A(I[13]),.B(I[14]),.C(I[15]),.D(I[16]),.cin(1'b0),.S1(II[6]),.S2(II[7]));
	_42compressor layer2(.A(I[0]),.B(II[0]),.C(II[1]),.D(II[2]),.cin(1'b0),.S1(III[0]),.S2(III[1]));
	_42compressor layer2_1(.A(II[3]),.B(II[4]),.C(II[5]),.D(II[6]),.cin(1'b0),.S1(III[2]),.S2(III[3]));
	_42compressor layer3(.A(record2),.B(record3),.C(record4),.D(record5),.cin(1'b0),.S1(IV[0]),.S2(IV[1]));
	_32CSA		 layer4(.A(record1),.B(IV[0]),.C(IV[1]),.S1(V[0]),.S2(V[1]));
	wire cout;
	add32		 layer5(.A(V[0][31:0]),.B(V[1][31:0]),.cin(1'b0),.S(C[31:0]),.cout(cout));
	add32		 layer5_1(.A(V[0][63:32]),.B(V[1][63:32]),.cin(cout),.S(C[63:32]));
endmodule
```
`flow/run.sh`:
```
#!/bin/bash
# OpenROAD 26Q1-2900-gdf79404cd8, Yosys 0.63+post, stock flow scripts
make -C /OpenROAD-flow-scripts/flow DESIGN_CONFIG=/design/flow/config.mk WORK_HOME=/design/flow/orfs finish
```
`flow/config.mk`:
```
export PLATFORM = sky130hd
export DESIGN_NAME = multi
export DESIGN_NICKNAME = multi
export VERILOG_FILES = /design/flow/design.v
export SDC_FILE = /design/flow/constraint.sdc
export NUM_CORES = 4
export LEC_CHECK = 1
export CORE_UTILIZATION = 30
```
`flow/constraint.sdc`:
```
current_design multi

set clk_period 13.6
set clk_io_pct 0.2

create_clock -name clk0 -period $clk_period [get_ports {clk}]

set non_clock_inputs [all_inputs -no_clocks]
set_input_delay [expr $clk_period * $clk_io_pct] -clock clk0 $non_clock_inputs
set_output_delay [expr $clk_period * $clk_io_pct] -clock clk0 [all_outputs]
```
==> run_results.csv <==
group,metric,value,unit
global_routing,grt_pass1_vias,45010,
place,port_buffers,132,
route,finalWirelength,221700,µm
synth,yosysUniqueCellTypes,83,
route,post-route-drc-count,0,
clocking,tritoncts,"done",
global_routing,grt_max_degree,151,
synth,async_reset_ff_share,0,%
sta,rsz0062_at_grt,"no",
clocking,cts-root-buf,"clkbuf_16",
worst_setup_path,cp_slowest_stage_delay,0.71,ns
clocking,cts.clk_slew.worst_paths,0.07,ns
worst_hold_path,min_from,"en",
sta,slew_violations,0,
synth,ff_type,"dfxtp_1",
run,maxCapViolations,0,
worst_setup_path,worstPathArrival,6.52,ns
worst_setup_path,cp-start-kind,"flip-flop",
finish,comb_area,40030,µm²
power_and_ir_drop,power.density,141.1,nW/µm²
die,die-area,163900,µm²
global_routing,antenna_found_initial,19,
route,route.detailed.wl_per_inst,27.48,µm
run,tool_warnings,160,
sta,fmax,0.1083,GHz
route,first_pass_iters,8,
route,drt_iter0_markers,5410,
clocking,clock_path_buffers,3,
sta,fin_crit,9.237,ns
synth,yosysMostFrequentCell,"nor2_1",
clocking,cts_resized,0,
finish,post-route-util,32.67,%
synth,ys_seq_share,9.418,%
synth,edf_count,0,
finish,fill_cells,16680,
clocking,cts_buffers,28,
synth,synthTopCellsByArea,"fa_1 23%, dfxtp_1 9.4%, ha_1 6.7%, a21oi_1 5.8%, o21ai_0 5.3%",
synth,synth_top_area_share,23.28,%
synth,synth_top_cell_by_area,"fa_1",
route,viasPerCell,5.943,
sta,slew_headroom,25.41,%
finish,drive_above_1_share,8.935,%
route,num_vias,47930,
power_and_ir_drop,leakagePower,21.38,nW
sta,hold_viol,0,
place,routabilityCongestion,1.062,
place,hpwl,165000,µm
finish,syn_to_final_growth,7.904,%
sta,setup_viol,0,
clocking,htree_num_levels,1,
sta,finalCritPeriodShare,67.92,%
worst_setup_path,worstPathCellList,"inv_1, fa_1, fa_1, fa_1, inv_1, ha_1, and4_1, nand2_1, nor4_1, buf_4, o31a_1, o2111ai_1, a311oi_1, a211oi_1, o21bai_1, xnor2_1, clkdlybuf4s50_1",
worst_setup_path,critPathMostFrequentCell,"fa_1",
die,die_x,404.8,µm
route,drtAntennaViolNets,0,
synth,netlist_area,48680,µm²
die,rows,147,
sta,tightest_slew,1.117,ns
worst_setup_path,critPathKind,"flip-flop to output pin",
worst_setup_path,crit_start,"record4[30]",
run_status,outcome,"completed",
worst_setup_path,setup.worst_path.end_class,"output pin",
worst_setup_path,crit_slowest_cell,"a311oi_1",
synth,ys.warnings.count,1,
synth,synth_flops,229,
clocking,cts.sinks,229,
synth,common_cells,"633 x nor2_1, 626 x clkbuf_1, 601 x nand2_1",
worst_setup_path,worstSetupEndpoint,"C[63]",
die,core,160800,µm²
global_routing,grt_overflow,0,
synth,netlist_instances,6234,
worst_setup_path,crit_path_max_fanout,4,
global_routing,grt_pass1_wl,320500,µm
finish,flop_area,4584,µm²
sta,fin_tns_setup,0,ns
die,initial_core_util,30.28,%
clocking,cts_setup_buffers,0,
synth,yosys_area,48680,µm²
die,ios,133,
clocking,cts.hold.buffers_added,0,
global_routing,grt_use_total,27.72,%
die,die-height,404.8,µm
worst_hold_path,min_path_type,"input port to flip-flop",
worst_setup_path,critPathRequiredTime,10.88,ns
synth,ys_cells,6234,
power_and_ir_drop,peakVddDrop,0.09258,mV
synth,postSynthAreaPerCell,7.808,µm²
[flip-flops by register name, indices dropped and copies added (netlist names)]
| register | count |
|---|---|
| enable | 1 |
| record3 | 50 |
| record4 | 44 |
| record5 | 34 |
| record2 | 48 |
| record1 | 52 |
[how the worst min path moves through the flow]
stage	endpoint	depth (start not counted)	slack, ns
4_1_cts	record5[62]	2	2.55
5_1_grt	record5[63]	2	2.57
6_report	record5[63]	2	2.55
[cell type report]
class | instances | share of cell area [%]
diodes | 8 | 0.03812
clock buffers | 31 | 1.413
clock inverters | 21 | 0.4788
inverters | 365 | 2.609
multi-input cells | 4889 | 76.22
flip-flops and latches | 229 | 8.728
well taps | 2160 | 5.146
repair buffers | 363 | 5.367
[kinds of logic (layout without fill, tap and decap cells)]
group / count (synthesis) / in the layout / synth area share, %
adder cells (fa/ha/maj): 830 / 830 / 30.05
flip-flops: 229 / 229 / 9.418
buffers and inverters: 1116 / 780 / 8.706
AND/OR/NAND/NOR: 1639 / 1639 / 14.93
other: 0 / 8 / 0
multiplexers: 325 / 325 / 9.112
XOR/XNOR: 110 / 110 / 2.023
AND-OR/OR-AND: 1985 / 1985 / 25.76
[critical path: cells and delay by family, from the launching register on]
kind	cells	cell delay, ns
and+or+nand+nor	3	0.63
DFF	1	0.38
adders and majority gates	4	1.87
AOI/OAI and AO/OA	5	2.11
xor gates and xnor gates	1	0.14
buffers and inverters	4	0.83
[layout by cell type, fill, tap and decap left out, types with 11 or more instances in the layout]
master	instances
a211o_1	49
a211oi_1	102
a21boi_0	58
a21o_1	44
a21oi_1	567
a221o_1	77
a221oi_1	39
a22oi_1	88
a311oi_1	57
a31oi_1	147
a32oi_1	14
and2_1	46
and3_1	76
buf_2	39
buf_4	252
clkbuf_16	28
clkdlybuf4s50_1	70
dfxtp_1	229
fa_1	566
ha_1	262
inv_1	357
mux2_2	35
mux2i_1	199
mux4_2	91
nand2_1	600
nand2b_1	81
nand3_1	29
nand3b_1	35
nor2_1	632
nor2b_1	15
nor3_1	59
o211ai_1	68
o21a_1	11
o21ai_0	515
o221ai_1	65
o22ai_1	26
or3_1	18
xnor2_1	58
xnor2_2	17
xor2_1	28
[metrics by stage]
| stage | std cells | worst slack [ns] | hold WS, ns | power, mW | instance area [µm²] |
|---|---|---|---|---|---|
| 5_1_grt | 8062 | 3.861 | 2.571 | 8.244 | 52510 |
| 6_report | 8066 | 4.363 | 2.554 | 7.411 | 52520 |
| 2_1_floorplan | 6234 | 5.207 | 2.922 | 4.450 | 48680 |
| 3_5_place_dp | 8006 | 3.955 | 3.213 | 6.550 | 51510 |
| 3_3_place_gp | 8006 | 3.921 | 3.211 | 6.489 | 51510 |
| 4_1_cts | 8058 | 4.190 | 2.550 | 7.414 | 52500 |
[per-layer routing]
| metal | part of all wire (%) | vias to the layer above | wire length [µm] | global-route usage [%] |
|---|---|---|---|---|
| met5 | 0.20 | - | 436 | 1.814 |
| met4 | 5.2 | 28 | 11480 | 10.68 |
| met3 | 17 | 554 | 38240 | 16.91 |
| met2 | 39 | 3231 | 85810 | 36.70 |
| met1 | 39 | 23040 | 85720 | 36.60 |
| li1 | - | 21080 | - | - |
[where the power goes]
group / switching [mW] / total [mW] / internal [mW]
clock: 0.345 / 0.808 / 0.463
combinational: 3.14 / 5.62 / 2.48
sequential: 0.146 / 0.986 / 0.840
No activity file was given, so power comes from the tool's default toggle rates.
